### /design/flow/run.sh
#!/bin/bash
# OpenROAD 26Q1-2900-gdf79404cd8, Yosys 0.63+post, stock flow scripts
make -C /OpenROAD-flow-scripts/flow DESIGN_CONFIG=/design/flow/config.mk WORK_HOME=/design/flow/orfs finish
### /design/flow/config.mk
export PLATFORM = sky130hd
export DESIGN_NAME = Player
export DESIGN_NICKNAME = Player
export VERILOG_FILES = /design/flow/design.v
export SDC_FILE = /design/flow/constraint.sdc
export NUM_CORES = 4
export LEC_CHECK = 1
export CORE_UTILIZATION = 30
### /design/flow/constraint.sdc
current_design Player

set clk_period 3.1
set clk_io_pct 0.2

create_clock -name clk0 -period $clk_period [get_ports {frame_clk}]

set non_clock_inputs [all_inputs -no_clocks]
set_input_delay [expr $clk_period * $clk_io_pct] -clock clk0 $non_clock_inputs
set_output_delay [expr $clk_period * $clk_io_pct] -clock clk0 [all_outputs]
### /design/flow/design.v
module  Player 
( 
				input Reset, frame_clk, 	 
				input[7:0] 	  keycode,		
				input [1:0]   gameState, 	 
				output [9:0]  PlayerX, PlayerY, PlayerS
);
    logic [9:0] Player_X_Pos, Player_X_Motion, Player_Y_Pos, Player_Y_Motion, Player_Size, PlayerXMotionNext, PlayerYMotionNext;
    parameter [9:0] Player_X_Center=320;   
    parameter [9:0] Player_Y_Center=240;   
    parameter [9:0] Player_X_Min=0;        
    parameter [9:0] Player_X_Max=639;      
    parameter [9:0] Player_Y_Min=0;        
    parameter [9:0] Player_Y_Max=479;      
    parameter [9:0] Player_X_Step=1;       
    parameter [9:0] Player_Y_Step=1;       
    assign Player_Size = 4;   
    always_ff @ (posedge Reset or posedge frame_clk )
    begin: Move_Player
        if (Reset)   
        begin 
            Player_Y_Motion <= 10'd0;  
				Player_X_Motion <= 10'd0;  
				Player_Y_Pos <= Player_Y_Center;
				Player_X_Pos <= Player_X_Center;
        end
        else 
        begin 
				 Player_Y_Motion <= PlayerYMotionNext;   
				 Player_X_Motion <= PlayerXMotionNext;   
				 Player_Y_Pos <= (Player_Y_Pos + Player_Y_Motion);   
				 Player_X_Pos <= (Player_X_Pos + Player_X_Motion);
		end  
    end
	 always_comb
	 begin
		PlayerYMotionNext = Player_Y_Motion;
		PlayerXMotionNext = Player_X_Motion;				  
	 	case (keycode)
	 	   8'd26:  
				begin
					if ( (Player_Y_Pos - Player_Size) <= Player_Y_Min )   
						begin
							PlayerYMotionNext = Player_Y_Step;
							PlayerXMotionNext = 10'd0; 
						end
				else if ( (Player_Y_Pos + Player_Size) >= Player_Y_Max )   
						begin
							PlayerXMotionNext = 10'd0; 
							PlayerYMotionNext = (~ (Player_Y_Step) + 1'b1);   
						end
				else if ( (Player_X_Pos - Player_Size) <= Player_X_Min )   
					  begin
						PlayerYMotionNext = 10'd0;	
						PlayerXMotionNext = Player_X_Step; 	
					  end
				else if ( (Player_X_Pos + Player_Size) >= Player_X_Max )   
				     begin
						PlayerYMotionNext = 10'd0;	
						PlayerXMotionNext = (~ (Player_X_Step) + 1'b1);   
					  end
				else
					begin 
						PlayerYMotionNext = (~ (Player_Y_Step) + 1'b1);
						PlayerXMotionNext = 10'd0;	
					end							
				end 
			8'd04:  
				begin
					if ( (Player_Y_Pos - Player_Size) <= Player_Y_Min )   
						begin
							PlayerYMotionNext = Player_Y_Step;
							PlayerXMotionNext = 10'd0; 
						end
				else if ( (Player_Y_Pos + Player_Size) >= Player_Y_Max )   
						begin
							PlayerXMotionNext = 10'd0; 
							PlayerYMotionNext = (~ (Player_Y_Step) + 1'b1);   
						end
				else if ( (Player_X_Pos - Player_Size) <= Player_X_Min )   
					  begin
						PlayerYMotionNext = 10'd0;	
						PlayerXMotionNext = Player_X_Step; 	
					  end
				else if ( (Player_X_Pos + Player_Size) >= Player_X_Max )   
				     begin
						PlayerYMotionNext = 10'd0;	
						PlayerXMotionNext = (~ (Player_X_Step) + 1'b1);   
					  end
				else
					begin 
						PlayerYMotionNext = 10'd0;
						PlayerXMotionNext = (~ (Player_X_Step) + 1'b1);
					end						
				end 	
	 	   8'd22:  
				begin
					if ( (Player_Y_Pos - Player_Size) <= Player_Y_Min )   
						begin
							PlayerYMotionNext = Player_Y_Step;
							PlayerXMotionNext = 10'd0; 
						end
				else if ( (Player_Y_Pos + Player_Size) >= Player_Y_Max )   
						begin
							PlayerXMotionNext = 10'd0; 
							PlayerYMotionNext = (~ (Player_Y_Step) + 1'b1);   
						end
				else if ( (Player_X_Pos - Player_Size) <= Player_X_Min )   
					  begin
						PlayerYMotionNext = 10'd0;	
						PlayerXMotionNext = Player_X_Step; 	
					  end
				else if ( (Player_X_Pos + Player_Size) >= Player_X_Max )   
				     begin
						PlayerYMotionNext = 10'd0;	
						PlayerXMotionNext = (~ (Player_X_Step) + 1'b1);   
					  end
				else
					begin 
						PlayerYMotionNext = Player_Y_Step;
						PlayerXMotionNext = 10'd0;
					end	
				end 
	 	   8'd07:  
				begin
					if ( (Player_Y_Pos - Player_Size) <= Player_Y_Min )   
						begin
							PlayerYMotionNext = Player_Y_Step;
							PlayerXMotionNext = 10'd0; 
						end
				else if ( (Player_Y_Pos + Player_Size) >= Player_Y_Max )   
						begin
							PlayerXMotionNext = 10'd0; 
							PlayerYMotionNext = (~ (Player_Y_Step) + 1'b1);   
						end
				else if ( (Player_X_Pos - Player_Size) <= Player_X_Min )   
					  begin
						PlayerYMotionNext = 10'd0;	
						PlayerXMotionNext = Player_X_Step; 	
					  end
				else if ( (Player_X_Pos + Player_Size) >= Player_X_Max )   
				     begin
						PlayerYMotionNext = 10'd0;	
						PlayerXMotionNext = (~ (Player_X_Step) + 1'b1);   
					  end
				else
					begin 
						PlayerYMotionNext = 10'd0;	
						PlayerXMotionNext = Player_X_Step;
					end				
				end
	 	default:
			begin
				if ( (Player_Y_Pos - Player_Size) <= Player_Y_Min )   
						begin
							PlayerYMotionNext = Player_Y_Step;
							PlayerXMotionNext = 10'd0; 
						end
				else if ( (Player_Y_Pos + Player_Size) >= Player_Y_Max )   
						begin
							PlayerXMotionNext = 10'd0; 
							PlayerYMotionNext = (~ (Player_Y_Step) + 1'b1);   
						end
				else if ( (Player_X_Pos - Player_Size) <= Player_X_Min )   
					  begin
						PlayerYMotionNext = 10'd0;	
						PlayerXMotionNext = Player_X_Step; 	
					  end
				else if ( (Player_X_Pos + Player_Size) >= Player_X_Max )   
				     begin
						PlayerYMotionNext = 10'd0;	
						PlayerXMotionNext = (~ (Player_X_Step) + 1'b1);   
					  end
				else
					begin 
						PlayerYMotionNext = Player_Y_Motion;
						PlayerXMotionNext = Player_X_Motion;
					end		
			end
		endcase
	 end
    assign PlayerX = Player_X_Pos;
    assign PlayerY = Player_Y_Pos;
    assign PlayerS = Player_Size;
endmodule
==> notes.md <==
Finish
* filler-free cell count of the finished design: 294
* Layout Area Growth over Synthesis: 23.46%
* number of filler cells placed in the layout: 552
* share of layout cells above drive strength 1: 7.207%

Critical path
* Worst Path Max Fanout: 11
* WP data required: 3.29 ns
* worst reg-to-reg setup slack: 1.02 ns
* r2r worst-path depth: 6
* slowest CP cell: sky130_fd_sc_hd__dfrtp_1
* Top delay family on crit path: simple AND/OR/NAND/NOR gates
* CP Data Arrival Time: 2.27 ns
* CP Launch Type: register
* termination of the worst setup path: Player_Y_Pos[9]
* worst flop-to-flop path endpoint: Player_Y_Pos[9]
* kind of capture point of the worst setup path: register
* sum of buffers and inverters on the critical path: 0
* Critical R2R Launch: Player_Y_Motion[8]
* path type of the worst setup path: register to register
* Crit path depth: 6
* startpoint of the most critical setup path: Player_Y_Motion[8]
* CP cell instances: ha_1, a21oi_2, o211ai_1, or4_1, and3_1, a211oi_2
* largest stage delay on the critical path: 0.61 ns

Clock tree
* Root Buffer Master: sky130_fd_sc_hd__clkbuf_8
* CTS tree: done
* sinks on the clock net: 24
* hold buffers post-CTS: 0
* number of resized instances in the post-cts repair step: 0
* clock buffer count from CTS: 3
* number of levels in the clock H-tree: 1
* clock transition at the registers of the reported paths: 0.08 ns
* Clock Tree Buf Depth: 2
* Clk Latency, worst-skew pair: 0.26 ns
* Setup Fix Bufs, Post-CTS: 0

Floorplanning
* cell row count: 27
* FP Util: 31.67%
* Die Wd: 78.71 um
* vertical die size: 78.71 um
* count of pins on the block boundary: 42
* total die area: 6195 sq um
* placeable core area: 5574 sq um

Synthesis
* yosys cell count: 190
* Mapped Area: 1765 sq um
* EDFF count, synth: 0
* prevailing post-synth register cell: sky130_fd_sc_hd__dfrtp_1
* Seq share, synth: 34.44%
* synthesized flop and latch total: 24
* yosys-reported design area after synthesis: 1765 sq um
* synthesized area per cell: 9.292 sq um
* number of cells produced by synthesis: 190
* number of warnings issued by yosys: 1
* ys async rst share: 100.0%
* post-synth cell types: 36

Routing
* diodes inserted: 0
* iteration tally of the first detailed-router pass: 4
* detailed router's first-iteration violation count: 73
* via count: 1,415
* detail-routed net length per standard cell: 11.66 um
* DRC violations left: 0
* DR vias/cell: 4.813
* count of antenna-violating nets left after detailed routing: 0
* total wirelength of the detailed-routed design: 3428 um

Job
* count of warning messages emitted by the tools: 27
* Maximum Capacitance Violations: 0

Pwr
* Static Leak: 0.9214 nW
* Pwr Density: 1035 nW/um^2
* Max VDD drop: 333.0 uV
* Design Power: 0.002256 W

Hold path
* Hold Path Class: register to register

Placed design
* dpl hpwl: 2670 um
* RD Place Congestion: 0.8619
* number of port buffers: 29
* placed cell count: 290
* setup slack at placement: 1.031 ns

STA
* minimum clock period: 2.080 ns
* post-route setup slack: 1.020 ns
* final hold violations: 0
* Peak Freq: 0.4807 GHz
* worst clock skew on the final layout: 0.001645 ns
* final clock period utilization by the worst path: 67.10%
* final-layout setup total negative slack: 0 ns
* Finish-stage setup viols: 0
* unrepaired setup endpoints after global routing: false
* Slew Viols, Final: 0
* final hold slack: 0.4991 ns

Global route
* largest net degree at the start of global routing: 25
* wire length of the first global-routing pass: 5947 um
* total global-route track usage: 12.03%
* number of antenna violations at the first check in global routing: 0
* final global-route overflow total: 0
* number of global-route vias before repair: 1,304

Outcome
* outcome: completed

-- layout make-up --
cell class	count	area, sq um	share of cell area [%]
clock buffers	3	41.29	1.894
clock inverters	1	30.03	1.378
inverters	13	48.80	2.239
multi-input cells	151	1064	48.79
flip-flops and latches	24	608.1	27.90
well taps	72	90.09	4.133
repair buffers	30	297.8	13.66
-- flip-flops by register name, indices dropped and copies added (netlist names) --
register and cells:
Player_X_Pos 10, Player_Y_Pos 10, Player_X_Motion 2, Player_Y_Motion 2
-- how the worst min path moves through the flow --
stage	from	end	slack, ns	cells after the start
4_1_cts	Player_X_Motion[0]	Player_X_Pos[0]	0.51	1
5_1_grt	Player_X_Motion[0]	Player_X_Motion[0]	0.53	1
6_report	Player_X_Motion[0]	Player_X_Pos[0]	0.50	1
-- per-layer routing --
metal | up-vias | global-route usage, % | wire [um]
met5 | - | 0 | 0
met4 | 0 | 2.222 | 27
met3 | 2 | 1.050 | 121
met2 | 25 | 18.61 | 1540
met1 | 656 | 18.90 | 1738
li1 | 732 | - | -
-- worst register-to-register path: cells and delay by family, from the launching register on --
family / cells / cell delay, ns
adders and majority gates: 1 / 0.33
and+or+nand+nor: 2 / 0.62
AOI/OAI and AO/OA: 3 / 0.44
DFF: 1 / 0.61
-- metrics by stage --
step	cell area [sq um]	utilization (%)
after global routing	2180	39.10
after global placement	2108	37.82
final	2180	39.10
after CTS	2180	39.10
after floorplan	1795	-
after detailed placement	2108	37.82
-- cells in the final DEF, fill, tap and decap left out, drive strengths merged --
master / n
clkdlybuf4s50: 29
dfrtp: 18
ha: 18
xnor2: 15
nor2: 13
inv: 13
o21ai: 11
conb: 10
a21oi: 10
nand3: 8
nor2b: 8
dfstp: 6
nand2: 6
nor3: 5
and3: 5
nand4: 4
o211ai: 4
or4: 4
nor4: 3
xor2: 3
a31oi: 3
clkbuf: 3
nand4b: 2
or3: 2
o22ai: 2
and2: 2
o311ai: 2
a211oi: 2
fa: 2
a21o: 1
or2: 1
nor4b: 1
o21a: 1
and4: 1
a21boi: 1
nand2b: 1
bufinv: 1
buf: 1
-- cells in the mapped netlist (6+ instances only) --
cell type	instances	area share [%]
sky130_fd_sc_hd__a21oi_1	8	2.3
sky130_fd_sc_hd__dfrtp_1	18	26
sky130_fd_sc_hd__inv_1	13	2.8
sky130_fd_sc_hd__nor2_1	13	2.8
sky130_fd_sc_hd__dfstp_2	6	8.9
sky130_fd_sc_hd__nor2b_1	8	2.8
sky130_fd_sc_hd__xnor2_1	15	7.4
sky130_fd_sc_hd__o21ai_0	11	3.1
sky130_fd_sc_hd__buf_4	10	4.3
sky130_fd_sc_hd__nand2_1	6	1.3
sky130_fd_sc_hd__ha_1	18	13
sky130_fd_sc_hd__nand3_1	8	2.3
-- where the power goes --
part	leakage [nW]	internal [W]	switching, W
Combinational	0.609	0.000717	0.000567
Clock	0.0357	0.000172	0.0000990
Sequential	0.277	0.000505	0.000195
Total	0.921	0.00139	0.000861
-- cell families (layout without fill, tap and decap cells) --
family,after synthesis,in the layout,synth area share (%)
other cells,2,10,0.4254
compound gates,37,37,13.54
flops,24,24,34.44
buf+inv,23,47,7.016
xor+xnor,18,18,8.930
simple gates,66,66,20.62
fa+ha+maj,20,20,15.03
Power and IR drop assume default switching activity.
