`/design/flow/config.mk`:
```
export PLATFORM = sky130hd
export DESIGN_NAME = playerAnimationUpRL
export DESIGN_NICKNAME = playerAnimationUpRL
export VERILOG_FILES = /design/flow/design.v
export SDC_FILE = /design/flow/constraint.sdc
export NUM_CORES = 4
export LEC_CHECK = 1
export CORE_UTILIZATION = 50
```
`/design/flow/constraint.sdc`:
```
current_design playerAnimationUpRL

set clk_period 9.9
set clk_io_pct 0.2

create_clock -name clk0 -period $clk_period [get_ports {frameCounter_0}]
create_clock -name clk1 -period $clk_period [get_ports {frame_Clk}]

set non_clock_inputs [all_inputs -no_clocks]
set_input_delay [expr $clk_period * $clk_io_pct] -clock clk0 $non_clock_inputs
set_output_delay [expr $clk_period * $clk_io_pct] -clock clk0 [all_outputs]
```
`/design/flow/design.v`:
```
module  playerAnimationUpRL
( 	
				input Reset, moving, frame_Clk, playerDirection, frameCounter_0,
				input [9:0] DrawX, DrawY, 
				input [9:0] PlayerX,PlayerY,
				input [3:0] keycode,
				output playerOn,	 
				output [20:0] spriteAddress,
				output [9:0] PlayerHeight, PlayerWidth
);
parameter [20:0] initialOffset = 21'd23992;
parameter [9:0] playerHeight = 10'd72;
parameter [9:0] playerWidth = 10'd42;
parameter [20:0] rightOffset = 21'd0;
parameter [20:0] leftOffset = 21'd50620; 
enum logic[3:0] {player1, player2, player3, player4} playerCurr, playerNext;
logic[3:0] counter;
logic [20:0] animationOffset;
logic[31:0] nextSpriteAddress, currSpriteAddress, nextframeOffset, currframeOffset;
assign playerOn = (DrawX <= $unsigned(PlayerX) + $unsigned(playerWidth)) && (DrawX > PlayerX + 1'b1)  && (DrawY < $unsigned(PlayerY) + $unsigned(playerHeight)) && (DrawY >= PlayerY) ? 1'b1 : 1'b0;
assign spriteAddress = currSpriteAddress;
assign PlayerHeight = playerHeight;
assign PlayerWidth = playerWidth;
always_ff @ (posedge frame_Clk)	
begin
		if(Reset || keycode != 4'h5 && keycode != 4'h6)
			begin
				currSpriteAddress <= 21'b0; 
				currframeOffset <= rightOffset;
			end
		else
			begin
				currSpriteAddress <= nextSpriteAddress;
				currframeOffset <= nextframeOffset;  
			end
end
always_comb
begin
	nextSpriteAddress = currSpriteAddress;
	nextframeOffset = currframeOffset;
	if(playerDirection)
		nextframeOffset = leftOffset;
	else
		nextframeOffset = rightOffset;
	if(DrawX == PlayerX && DrawY == PlayerY)
		nextSpriteAddress = animationOffset + currframeOffset;	
	else if(playerOn)
		nextSpriteAddress = (DrawX - PlayerX) + (DrawY - PlayerY)*playerWidth + animationOffset + currframeOffset;
end
always_ff @ (posedge frameCounter_0)
begin
	if(Reset || keycode != 4'h5 && keycode != 4'h6)
		begin
			playerCurr <= player1;
			counter <= 4'b0;
		end 
	else
		begin
			playerCurr <= playerNext;
			if(counter == 4'b0011 || ~moving)
				counter <= 4'b0;
			else
				counter <= counter + 1'b1;
			unique case(playerCurr)
				player1:
				begin
					animationOffset <= initialOffset;
				end
				player2:
				begin
					animationOffset <= initialOffset + playerHeight*playerWidth*1;
				end
				player3:
				begin
					animationOffset <= initialOffset + playerHeight*playerWidth*2;
				end
				player4:
				begin
					animationOffset <= initialOffset + playerHeight*playerWidth*1;
				end
				default:
				begin
					animationOffset <= initialOffset;
				end
			endcase
		end
end
always_comb
begin
	playerNext = playerCurr;
	unique case(playerCurr)
	player1:
	begin
		if(counter == 4'b0011 && moving)
			playerNext = player2;
		else if(~moving)
			playerNext = player1;
	end
	player2:
	begin
		if(counter == 4'b0011 && moving)
			playerNext = player3;
		else if(~moving)
			playerNext = player1;
	end
	player3:
	begin
		if(counter == 4'b0011 && moving)
			playerNext = player4;
		else if(~moving)
			playerNext = player1;
	end
	player4:
	begin
		if(counter == 4'b0011 && moving)
			playerNext = player1;
		else if(~moving)
			playerNext = player1;
	end
	endcase
end
endmodule 
```
`/design/flow/run.sh`:
```
#!/bin/bash
# OpenROAD 26Q1-2900-gdf79404cd8, Yosys 0.63+post, stock flow scripts
make -C /OpenROAD-flow-scripts/flow DESIGN_CONFIG=/design/flow/config.mk WORK_HOME=/design/flow/orfs finish
```
==> job_summary.md <==
## Implementation flow summary

| Metric | Value |
|---|---|
| Status | `finished, final reports clean` |
| TNS Setup | `0 ns` |
| Std cell rows | `40` |
| Post CTS Setup Buffer Count | `0` |
| Post-DRT Antenna Nets | `0` |
| Area Growth Syn to Fin | `15.6%` |
| Setup CP Type | `in -> reg` |
| Worst Setup End Kind | `flip-flop` |
| CTS hold repair buffers | `0` |
| Top FF cell, synth | `dfxtp_1` |
| Worst-margin pin slew | `approximately 0.64 ns` |
| Initial antenna violation count | `0` |
| Routability cong. | `~0.9` |
| PortBufs | `slightly below 70` |
| Cells after synthesis | `roughly 740` |
| Drt first pass iters | `4` |
| Share of flip-flops with an asynchronous set or reset | `0%` |
| DRC | `0` |
| Hold Fails Final Rpt | `0` |
| Antenna cells | `0` |
| Hold WS | `between 0.4 and 0.5 ns` |
| # IOs | `between 90 and 100` |
| Remaining Overflow, GRT | `0` |
| Log Warnings | `34` |
| Die X | `114 um` |
| Dominant cell area share | `around 25%` |
| First-pass GRT wire length | `about 22000 um` |
| Layout cells sized above 1 | `between 3 and 4%` |
| # fillers | `between 1000 and 1500` |
| Pin count of the biggest net entering global routing | `30` |
| CP bufs+invs | `5` |
| Post-synth top cells | `124 x ha_1, 111 x inv_1, 59 x nor2_1` |
| Biggest area cells | `ha_1 25%, fa_1 9.9%, dfxtp_1 9.6%, xnor2_1 7.2%, inv_1 6.7%` |
| Vias per cell | `between 5 and 6` |
| RSZ-0062 raised after global routing | `false` |
| Chip Area, Yosys | `~6200 um2` |
| Initial Util | `just over 50%` |
| Cell Type Count | `65` |
| Worst EP arrival | `roughly 9 ns` |
| Post-Route WL | `around 13000 um` |
| Die Span Y | `roughly 110 um` |
| CP peak stage delay | `around 0.50 ns` |
| Worst path top cell family by delay | `adder cells` |
| Yosys reg bits | `35` |
| Crit path DRT | `10.02 ns` |
| Synthesis Warnings | `1` |
| Die ar. | `about 13000 um2` |
| Via count | `roughly 5000` |
| Number of clock sinks | `35` |
| Slew headroom | `a little under three fifths` |
| Number of synthesized flops with an enable pin | `5` |
| Vias in the first global route | `between 4000 and 5000` |
| CP max FO | `4` |
| Max cap viols | `0` |
| Synth Seq Share | `between 10% and 20%` |
| Drt wl/cell | `roughly 13 um` |
| Slowest cell on the critical path | `fa_1` |
| Synth top cell by count | `ha_1` |
| Cell Area, Synth | `roughly 6200 um2` |
| Most frequent CP cell | `ha_1` |
| Final Setup Violations | `0` |
| Hold Crit Class | `reg -> reg` |
| Post-DP HPWL | `11100 um` |
| Core area | `12100 um2` |
| Syn avg cell area | `~8.5 um2` |
| # Cells Yosys | `roughly 740` |
| Final Max Slew Viols | `0` |
| Gates resized, CTS repair | `0` |
| CTS tree | `done` |
| Clock transition at path regs | `0.06 ns` |
| Startpoint types | `input port` |
| Clock skew | `between 0.007 and 0.008 ns` |
| Total GRT Usage | `between 20% and 30%` |
| Yosys top cell by area | `ha_1` |
| Initial detailed-routing violation count | `between 200 and 250` |
==> cells in the final DEF, fill, tap and decap left out, types with 8 or more instances in the layout <==
cell type	instances
a211oi_1	19
a21o_1	17
a21oi_1	30
clkdlybuf4s50_1	69
conb_1	20
dfxtp_1	30
fa_1	31
ha_1	124
inv_1	111
mux2i_1	22
nand2_1	29
nand3_1	12
nand4_1	9
nor2_1	59
nor3_1	14
o21a_1	8
o21ai_0	26
xnor2_1	51
xor2_1	18
==> cell type report <==
type                    count  area [um2]  share of cell area, %
repair buffers             71         706                   9.78
inverters                 111         417                   5.77
flip-flops and latches     35         751                   10.4
well taps                 168         210                   2.91
clock inverters             1        30.0                  0.416
multi-input cells         580        4950                   68.6
clock buffers               7         154                   2.13
==> final timing paths <==
kind	from	to	slack [ns]	depth (start not counted)
max	PlayerY[0]	currSpriteAddress[20]$_SDFFE_PP0P_	0.81	33
min	counter[0]$_SDFF_PP0_	counter[0]$_SDFF_PP0_	0.46	1
max reg2reg	currframeOffset[14]$_SDFF_PP0_	currSpriteAddress[19]$_SDFFE_PP0P_	5.23	14
min reg2reg	counter[0]$_SDFF_PP0_	counter[0]$_SDFF_PP0_	0.46	1
max in group clk0	PlayerX[1]	playerOn	2.27	12
min in group clk1	currSpriteAddress[18]$_SDFFE_PP0P_	currSpriteAddress[18]$_SDFFE_PP0P_	0.49	2
==> flip-flops by register name, indices dropped and copies added, names as in the netlist <==
| signal | flops |
|---|---|
| currSpriteAddress | 21 |
| playerCurr | 4 |
| counter | 4 |
| animationOffset | 5 |
| currframeOffset | 1 |
==> per-layer routing <==
metal / part of all wire, % / vias to the layer above / routed length (um) / GRT usage (%)
li1: - / 2633 / - / -
met1: 52 / 2289 / 6700 / 33.7
met2: 45 / 87 / 5790 / 35.2
met3: 2.9 / 10 / 374 / 1.08
met4: 0.85 / 0 / 110 / 1.75
met5: 0 / - / 0 / 0
==> worst reg2reg max path: cells and delay by family (launching register included) <==
| family | cells | cell delay, ns |
|---|---|---|
| adders and majority gates | 3 | 1.66 |
| AOI/OAI and AO/OA | 6 | 0.96 |
| DFF | 1 | 0.69 |
| and+or+nand+nor | 2 | 0.67 |
| buffers and inverters | 3 | 0.62 |
==> stage by stage <==
stage	instances	util, %	setup WS, ns	instance area, um2
floorplan	754	-	1.44	6310
global placement	965	58.1	0.577	7030
detailed placement	965	58.1	0.536	7030
CTS	973	59.6	0.794	7220
global route	973	59.6	0.258	7220
finish	973	59.6	0.809	7220
==> kinds of logic after synthesis <==
kind of cell    count (synthesis)  share of synthesized area, %
compound gates                148                          16.8
flops                          35                          12.0
simple gates                  166                          13.3
fa+ha+maj                     155                          34.8
other cells                     2                         0.120
xor+xnor                       69                          9.68
mux                            22                          3.53
buf+inv                       139                          9.80
