[/design/flow/constraint.sdc]
current_design playerAnimationJump

set clk_period 7.3
set clk_io_pct 0.2

create_clock -name clk0 -period $clk_period [get_ports {frameCounter_0}]
create_clock -name clk1 -period $clk_period [get_ports {frame_Clk}]

set non_clock_inputs [all_inputs -no_clocks]
set_input_delay [expr $clk_period * $clk_io_pct] -clock clk0 $non_clock_inputs
set_output_delay [expr $clk_period * $clk_io_pct] -clock clk0 [all_outputs]
[/design/flow/run.sh]
#!/bin/bash
# OpenROAD 26Q1-2900-gdf79404cd8, Yosys 0.63+post, stock flow scripts
make -C /OpenROAD-flow-scripts/flow DESIGN_CONFIG=/design/flow/config.mk WORK_HOME=/design/flow/orfs finish
[/design/flow/design.v]
module  playerAnimationJump
( 	
				input Reset, moving, frame_Clk, playerDirection, frameCounter_0,
				input [9:0] DrawX, DrawY, 
				input [9:0] PlayerX,PlayerY,
				input [3:0] keycode,
				output playerOn,	 
				output [20:0] spriteAddress,
				output [9:0] PlayerHeight, PlayerWidth
);
parameter [20:0] initialOffset = 21'd42724;
parameter [9:0] playerHeight = 10'd40;
parameter [9:0] playerWidth = 10'd40;
parameter [20:0] rightOffset = 21'd0;
parameter [20:0] leftOffset = 21'd50620; 
enum logic[3:0] {player1, player2, player3, player4, player5, player6} playerCurr, playerNext;
logic[3:0] counter;
logic [20:0] animationOffset;
logic[31:0] nextSpriteAddress, currSpriteAddress, nextframeOffset, currframeOffset;
assign playerOn = (DrawX <= $unsigned(PlayerX) + $unsigned(playerWidth)) && (DrawX > PlayerX + 1'b1)  && (DrawY < $unsigned(PlayerY) + $unsigned(playerHeight)) && (DrawY >= PlayerY) ? 1'b1 : 1'b0;
assign spriteAddress = currSpriteAddress;
assign PlayerHeight = playerHeight;
assign PlayerWidth = playerWidth;
always_ff @ (posedge frame_Clk)	
begin
		if(Reset)
			begin
				currSpriteAddress <= 21'b0; 
				currframeOffset <= rightOffset;
			end
		else
			begin
				currSpriteAddress <= nextSpriteAddress;
				currframeOffset <= nextframeOffset;  
			end
end
always_comb
begin
	nextSpriteAddress = currSpriteAddress;
	nextframeOffset = currframeOffset;
	if(playerDirection)
		nextframeOffset = leftOffset;
	else
		nextframeOffset = rightOffset;
	if(DrawX == PlayerX && DrawY == PlayerY)
		nextSpriteAddress = animationOffset + currframeOffset;	
	else if(playerOn)
		nextSpriteAddress = (DrawX - PlayerX) + (DrawY - PlayerY)*playerWidth + animationOffset + currframeOffset;
end
always_ff @ (posedge frameCounter_0)
begin
	if(Reset)
		begin
			playerCurr <= player1;
			counter <= 4'b0;
		end 
	else
		begin
			playerCurr <= playerNext;
			if(counter == 4'b0011 || ~moving)
				counter <= 4'b0;
			else
				counter <= counter + 1'b1;
			unique case(playerCurr)
				player1:
				begin
					animationOffset <= initialOffset;
				end
				player2:
				begin
					animationOffset <= initialOffset + playerHeight*playerWidth*1;
				end
				player3:
				begin
					animationOffset <= initialOffset + playerHeight*playerWidth*2;
				end
				player4:
				begin
					animationOffset <= initialOffset + playerHeight*playerWidth*3;
				end
				player5:
				begin
					animationOffset <= initialOffset + playerHeight*playerWidth*2;
				end
				player6:
				begin
					animationOffset <= initialOffset + playerHeight*playerWidth*1;
				end
				default:
				begin
					animationOffset <= initialOffset;
				end
			endcase
		end
end
always_comb
begin
	playerNext = playerCurr;
	unique case(playerCurr)
	player1:
	begin
		if(counter == 4'b0011 && moving)
			playerNext = player2;
		else if(~moving)
			playerNext = player1;
	end
	player2:
	begin
		if(counter == 4'b0011 && moving)
			playerNext = player3;
		else if(~moving)
			playerNext = player1;
	end
	player3:
	begin
		if(counter == 4'b0011 && moving)
			playerNext = player4;
		else if(~moving)
			playerNext = player1;
	end
	player4:
	begin
		if(counter == 4'b0011 && moving)
			playerNext = player5;
		else if(~moving)
			playerNext = player1;
	end
	player5:
	begin
		if(counter == 4'b0011 && moving)
			playerNext = player6;
		else if(~moving)
			playerNext = player1;
	end
	player6:
	begin
		if(counter == 4'b0011 && moving)
			playerNext = player1;
		else if(~moving)
			playerNext = player1;
	end
	endcase
end
endmodule 
[/design/flow/config.mk]
export PLATFORM = sky130hd
export DESIGN_NAME = playerAnimationJump
export DESIGN_NICKNAME = playerAnimationJump
export VERILOG_FILES = /design/flow/design.v
export SDC_FILE = /design/flow/constraint.sdc
export NUM_CORES = 4
export LEC_CHECK = 1
export CORE_UTILIZATION = 50
==> ci_impl_report.md <==
### Flow metrics

| Metric | Value |
|---|---|
| Total power | 0.003266 W |
| Seq/Total Area, Yosys | 0.1436 |
| Hold Crit Class | reg -> reg |
| Place WS | -365.0 ps |
| Hold-fix buffers, CTS | 0 |
| Die X | around 110 um |
| Antenna-violating nets left | 0 |
| Top_reg_cell synth | dfxtp_1 |
| FILL cells | 908 |
| CTS tree | built |
| Arr. time, crit path | between 7000 and 8000 ps |
| Vias | approximately 5100 |
| MI comb area | approximately 4600 sq um |
| Synth Area in Adders | 0.3009 |
| Avg Cell Area, Syn | approximately 8.4 sq um |
| Sw Ratio | 0.4503 |
| Drt pass-1 iters | 5 |
| Detailed Place HPWL | 10580 um |
| Int Pwr | about 0.0018 W |
| Top cells, area | ha_1 (23%), dfxtp_1 (11%), xnor2_1 (7.2%) |
| Share of layout cells above drive strength 1 | 0.1534 |
| Die H | roughly 110 um |
| CP max-delay cell | fa_1 |
| Critical Path Fanout Max | 4 |
| Xor/xnor share | 0.1007 |
| Residual DRC | 0 |
| Final Max Slew Viols | 0 |
| Gpl congestion | roughly 0.9 |
| Status | complete, no violations |
| Delay of the slowest cell on the worst path | roughly 550 ps |
| Leakage | between 3 and 4 nW |
| Slew Limit Headroom | 0.4898 |
| Post-route cell area | 7302 sq um |
| DRT Wirelength | 12630 um |
| Setup ws final | about 260 ps |
| Most frequent cells after synthesis | ha_1 (107), inv_1 (71), nor2_1 (53) |
| IO buf count | between 60 and 70 |
| Asr flop ratio synth | 0 |
| Overall fraction of global-route tracks in use | 0.2238 |
| Count leader, synth | ha_1 |
| FP Rows | 38 |
| Final global-route overflow total | 0 |
| Reg area | 820.8 sq um |
| Syn-to-layout area delta | 27.79% |
| Chip area | roughly 12000 sq um |
| Yosys synthesis chip area | 5714 sq um |
| Cell Type Count | approximately 71 |
| Maximum vdd drop | 0.0003231 V |
| I/O pins | about 90 |
| Worst clock skew | around 1.4 ps |
| Clk pwr share | 0.082 |
| Antenna cells | 0 |
| Synth Cell Area | 5714 sq um |
| WHS Path Cells | 1 |
| Clock Pin Slew Worst Setup and Hold Paths | roughly 60 ps |
| Largest net degree at the start of global routing | 25 |
| Compound Share, Synth | 0.1966 |
| Ys cells | ~680 |
| Worst hold slack | around 450 ps |
| Pwr per Cell Area | ~450 nW/um^2 |
| Critical Path Source Type | primary input |
| NetSw | 0.001471 W |
| Final Hold Vio Count | 0 |
| Critical path type | in -> reg |
| Reg power frac | 0.077 |
| Starting DRC count in detailed routing | between 150 and 200 |
| Post-place instance area | 6929 sq um |
| Worst setup EP type | flop |
| First-pass GRT wire length | about 21000 um |
| Yosys simple share | 0.1441 |
| Number of enable flip-flop cells | 6 |
| Mux share | 0.02978 |
| Vias per cell | between 5 and 6 |
| Initial antenna violation count | 0 |
| Comb area leader | adder cells |
| Core Area | around 11000 sq um |
| Ys flops | 38 |
| FP Util | 0.5203 |
| Leading area contributor after synthesis | ha_1 |
| Wire per inst | about 13 um |
| Synth warn | 1 |
| Required @ worst endpoint | between 7000 and 8000 ps |
| Post-synthesis instance total | just under 700 |
| OpenROAD warnings | 36 |
| Setup violations, final | 0 |
| Clk sinks | 38 |
| Logic pwr share | 0.841 |
| Slew @ Worst Pin | between 700 and 800 ps |
| Max Cap Viol | 0 |
| Vias in the first global route | between 4000 and 5000 |
| Reg2Reg Depth | 15 |
| Setup tns final | 0 ps |
| Max-area cell share | 0.2343 |
repair_timing:
action                     CTS  global route
setup endpoints to repair    3             3
pin swaps                    3            23
gates resized                7            24
buffers inserted             1             2
gates cloned                 0             0
hold endpoints to repair     0             0
area by class of cell:
class                           instances  share of cell area
Sequential cell                        38              0.1124
Clock inverter                          1            0.004112
Tap cell                              140             0.02399
Multi-Input combinational cell        559              0.6355
Clock buffer                            7             0.02245
Timing Repair Buffer                  138              0.1645
Inverter                               72             0.03701
power groups by stage:
stage | Clock [W] | Sequential, W | Combinational [W]
final | 0.000267 | 0.000252 | 0.00275
after global routing | 0.000288 | 0.000255 | 0.00306
after CTS | 0.000273 | 0.000252 | 0.00261
final timing paths:
kind	startpoint	to	slack, ps
worst max register to register	currframeOffset[14]$_SDFF_PP0_	currSpriteAddress[14]$_SDFFE_PP0P_	3180
worst min register to register	counter[0]$_SDFF_PP0_	counter[0]$_SDFF_PP0_	450
worst max-delay path	PlayerY[1]	currSpriteAddress[20]$_SDFFE_PP0P_	260
min in group clk1	currSpriteAddress[20]$_SDFFE_PP0P_	currSpriteAddress[20]$_SDFFE_PP0P_	490
worst min-delay path	counter[0]$_SDFF_PP0_	counter[0]$_SDFF_PP0_	450
max in group clk0	PlayerX[1]	playerOn	960
cell usage in the layout (no fill, tap or decap), types with 9 or more instances in the layout:
cell type | netlist | final
ha_1 | 107 | 102
buf_4 | 21 | 73
inv_1 | 71 | 70
clkdlybuf4s50_1 | 0 | 64
nor2_1 | 53 | 52
xnor2_1 | 47 | 45
a21oi_1 | 50 | 42
nand2_1 | 41 | 41
dfxtp_1 | 32 | 32
o21ai_0 | 29 | 26
conb_1 | 2 | 20
nand3_1 | 19 | 19
nor3_1 | 19 | 19
mux2i_1 | 17 | 17
fa_1 | 19 | 16
xor2_1 | 16 | 15
a21o_1 | 14 | 14
a211oi_1 | 13 | 13
nand4_1 | 9 | 9
a21oi_2 | 2 | 9
routing by layer:
layer	vias to the layer above	routed length, um	track usage
met5	-	0	0
met4	0	68	0.01931
met3	6	564	0.02559
met2	120	5734	0.3558
met1	2341	6263	0.3431
li1	2637	-	-
logic make-up after synthesis:
logic type / Yosys count
multiplexers: 17
XOR/XNOR: 64
AND/OR/NAND/NOR: 170
AND-OR/OR-AND: 162
buffers and inverters: 101
flip-flops: 38
other: 2
adder cells (fa/ha/maj): 126
stage by stage:
step | std cells | util
5_1_grt | 955 | 0.6648
2_1_floorplan | 698 | -
3_5_place_dp | 944 | 0.6309
3_3_place_gp | 944 | 0.6309
4_1_cts | 953 | 0.6523
6_report | 955 | 0.6648
sequential cells by signal, indices dropped and copies added (netlist names):
register and cells:
animationOffset 6, counter 4, currframeOffset 1, currSpriteAddress 21, playerCurr 6
worst max-delay path, delay by kind of cell:
family	cells	cell delay, ps
fa+ha+maj	6	1930
xor+xnor	3	510
simple gates	5	410
buf+inv	5	900
compound gates	12	1970
Power and IR drop assume default switching activity.
