==> ./design.v <==
module  playerAnimationDownRL
( 	
				input Reset, moving, frame_Clk, playerDirection, frameCounter_0,
				input [9:0] DrawX, DrawY, 
				input [9:0] PlayerX,PlayerY,
				input [3:0] keycode,
				output playerOn,	 
				output [20:0] spriteAddress,
				output [9:0] PlayerHeight, PlayerWidth
);
parameter [20:0] initialOffset = 21'd33064;
parameter [9:0] playerHeight = 10'd70;
parameter [9:0] playerWidth = 10'd46;
parameter [20:0] rightOffset = 21'd0;
parameter [20:0] leftOffset = 21'd50620; 
enum logic[3:0] {player1, player2, player3, player4} playerCurr, playerNext;
logic[3:0] counter;
logic [20:0] animationOffset;
logic[31:0] nextSpriteAddress, currSpriteAddress, nextframeOffset, currframeOffset;
assign playerOn = (DrawX <= $unsigned(PlayerX) + $unsigned(playerWidth)) && (DrawX > PlayerX + 1'b1)  && (DrawY < $unsigned(PlayerY) + $unsigned(playerHeight)) && (DrawY >= PlayerY) ? 1'b1 : 1'b0;
assign spriteAddress = currSpriteAddress;
assign PlayerHeight = playerHeight;
assign PlayerWidth = playerWidth;
always_ff @ (posedge frame_Clk)	
begin
		if(Reset || keycode != 4'h7 && keycode != 4'h8)
			begin
				currSpriteAddress <= 21'b0; 
				currframeOffset <= rightOffset;
			end
		else
			begin
				currSpriteAddress <= nextSpriteAddress;
				currframeOffset <= nextframeOffset;  
			end
end
always_comb
begin
	nextSpriteAddress = currSpriteAddress;
	nextframeOffset = currframeOffset;
	if(playerDirection)
		nextframeOffset = leftOffset;
	else
		nextframeOffset = rightOffset;
	if(DrawX == PlayerX && DrawY == PlayerY)
		nextSpriteAddress = animationOffset + currframeOffset;	
	else if(playerOn)
		nextSpriteAddress = (DrawX - PlayerX) + (DrawY - PlayerY)*playerWidth + animationOffset + currframeOffset;
end
always_ff @ (posedge frameCounter_0)
begin
	if(Reset || keycode != 4'h7 && keycode != 4'h8)
		begin
			playerCurr <= player1;
			counter <= 4'b0;
		end 
	else
		begin
			playerCurr <= playerNext;
			if(counter == 4'b0011 || ~moving)
				counter <= 4'b0;
			else
				counter <= counter + 1'b1;
			unique case(playerCurr)
				player1:
				begin
					animationOffset <= initialOffset;
				end
				player2:
				begin
					animationOffset <= initialOffset + playerHeight*playerWidth*1;
				end
				player3:
				begin
					animationOffset <= initialOffset + playerHeight*playerWidth*2;
				end
				player4:
				begin
					animationOffset <= initialOffset + playerHeight*playerWidth*1;
				end
				default:
				begin
					animationOffset <= initialOffset;
				end
			endcase
		end
end
always_comb
begin
	playerNext = playerCurr;
	unique case(playerCurr)
	player1:
	begin
		if(counter == 4'b0011 && moving)
			playerNext = player2;
		else if(~moving)
			playerNext = player1;
	end
	player2:
	begin
		if(counter == 4'b0011 && moving)
			playerNext = player3;
		else if(~moving)
			playerNext = player1;
	end
	player3:
	begin
		if(counter == 4'b0011 && moving)
			playerNext = player4;
		else if(~moving)
			playerNext = player1;
	end
	player4:
	begin
		if(counter == 4'b0011 && moving)
			playerNext = player1;
		else if(~moving)
			playerNext = player1;
	end
	endcase
end
endmodule 
==> ./run.sh <==
#!/bin/bash
# OpenROAD 26Q1-2900-gdf79404cd8, Yosys 0.63+post, stock flow scripts
make -C /OpenROAD-flow-scripts/flow DESIGN_CONFIG=/design/flow/config.mk WORK_HOME=/design/flow/orfs finish
==> ./config.mk <==
export PLATFORM = sky130hd
export DESIGN_NAME = playerAnimationDownRL
export DESIGN_NICKNAME = playerAnimationDownRL
export VERILOG_FILES = /design/flow/design.v
export SDC_FILE = /design/flow/constraint.sdc
export NUM_CORES = 4
export LEC_CHECK = 1
export CORE_UTILIZATION = 50
==> ./constraint.sdc <==
current_design playerAnimationDownRL

set clk_period 10.0
set clk_io_pct 0.2

create_clock -name clk0 -period $clk_period [get_ports {frameCounter_0}]
create_clock -name clk1 -period $clk_period [get_ports {frame_Clk}]

set non_clock_inputs [all_inputs -no_clocks]
set_input_delay [expr $clk_period * $clk_io_pct] -clock clk0 $non_clock_inputs
set_output_delay [expr $clk_period * $clk_io_pct] -clock clk0 [all_outputs]
==> results.toml <==
# yosys + openroad results
[cts]
cts_tree = "done"
cts.clk_slew.worst_paths_ns = 0.06
cts_resized = 0
clock_sinks = 34
post_cts_buffers = 0
cts_hold_buf = 0

[logic_synthesis]
ys_area_um2 = 6690
syn-cell-area_um2 = 6690
ys_ff = 34
synth-main-ff-cell = "dfxtp_1"
edf_count = 4
ys_cells = 797
postSynthSeqShare = 0.108
topCellsByArea = "ha_1, fa_1, dfxtp_1"
ys_top_cells_by_count = "ha_1, inv_1, xnor2_1"
syn_avg_cell_area_um2 = 8.39
synth_cells = 797
synth_warnings = 1
largest_area_cell = "ha_1"
synth.distinct_cells = 69
top_cell_area_share = 0.224
top_cell = "ha_1"
async_reset_ff_frac = 0

[floorplan]
dieWidth_um = 118
fp_util = 0.522
io_pins = 91
die_h_um = 118
core-area_um2 = 12800
die-area_um2 = 13800
row_count = 41

[detailed_routing]
viasPerCell = 5.24
drt_iter0_drc = 196
dr.pass1.iters = 5
drc = 0
routed_wl_um = 13800
vias = 5418
insertedDiodeCount = 0
ant_nets = 0
wl_per_cell_um = 13.3

[outcome]
status = "finished clean"

[grt]
antenna_found_initial = 0
grt_pass1_wl_um = 25000
grt_overflow = 0
grt_max_degree = 27
track_usage = 0.219
grt_pass1_vias = 5506

[setup_path]
r2r-start = "currframeOffset[14]$_SDFF_PP0_"
crit_family = "adder cells"
cp-end-kind = "register"
critPathSlowestCell = "clkdlybuf4s50_1"
rrSetupSlack_ns = 5.46
path_max_fanout = 5
start_kind = "input port"
path_class = "in -> reg"
cpMostUsedCell = "ha_1"
r2r_cells = 17
critical_path_buf_inv_count = 4
cp.arrival_ns = 9.43
reg2reg_to = "currSpriteAddress[19]$_SDFFE_PP0P_"
critPathMaxStageDelay_ns = 0.52
required_ns = 10.18

[sta]
fin_skew_ns = 0.00443
tightest_slew_ns = 0.680
setup_tns_ns = 0
max-slew-margin-rel = 0.547
grt_setup_unrepaired = "no"
hold_viol_final = 0
setup-violations-final = 0
finalMaxSlewViolations = 0

[run]
maxCapViolCount = 0
warnings = 35

[place]
io_buffers = 69
routabilityCongestion = 0.918
dp_hpwl_um = 11800

[hold_path]
holdCritPathClass = "reg -> reg"
worstHoldEndpoint = "counter[0]$_SDFF_PP0_"
hp-start = "counter[0]$_SDFF_PP0_"
min_path_cells = 1

[final_layout]
drive_above_1_share = 0.0452
comb_area_um2 = 5380
register_area_um2 = 721
filler_cell_count = 1142
syn2layout_area_growth_pct = 14.3
## routing by layer
metal	share of wire	wire length, um	track usage
met1	0.50	6910	0.336
met3	0.031	425	0.0173
met2	0.46	6360	0.359
met4	0.0078	107	0.0160
met5	0	0	0
## layout by cell type, fill, tap and decap left out, types with 5 or more instances in the layout
| cell | instances |
|---|---|
| a211oi_1 | 13 |
| a21o_1 | 18 |
| a21oi_1 | 51 |
| a31oi_1 | 7 |
| and3_1 | 6 |
| clkbuf_16 | 6 |
| clkdlybuf4s50_1 | 69 |
| conb_1 | 20 |
| dfxtp_1 | 30 |
| fa_1 | 40 |
| ha_1 | 120 |
| inv_1 | 117 |
| mux2i_1 | 14 |
| nand2_1 | 34 |
| nand2b_1 | 7 |
| nand3_1 | 17 |
| nand4_1 | 5 |
| nor2_1 | 48 |
| nor2b_1 | 12 |
| nor3_1 | 9 |
| o21a_1 | 7 |
| o21ai_0 | 33 |
| o21ai_1 | 10 |
| o21bai_1 | 6 |
| xnor2_1 | 64 |
| xor2_1 | 23 |
## state kept, by name, indices dropped and copies added (netlist names)
name,cells
currSpriteAddress,21
animationOffset,4
counter,4
playerCurr,4
currframeOffset,1
## worst max path at each step
stage	start	end	depth (start not counted)
6_report	PlayerY[1]	currSpriteAddress[20]$_SDFFE_PP0P_	33
5_1_grt	PlayerY[1]	currSpriteAddress[20]$_SDFFE_PP0P_	33
4_1_cts	PlayerY[0]	currSpriteAddress[20]$_SDFFE_PP0P_	32
## layout make-up
class                           count  share of cell area
Clock buffer                        8              0.0219
Inverter                          119              0.0584
Multi-Input combinational cell    629               0.704
Sequential cell                    34              0.0943
Tap cell                          172              0.0281
Timing Repair Buffer               72              0.0933
## kinds of logic after synthesis
family | Yosys count | share of synthesized area
XOR/XNOR | 88 | 0.115
AND-OR/OR-AND | 181 | 0.184
AND/OR/NAND/NOR | 165 | 0.126
flip-flops | 34 | 0.108
multiplexers | 15 | 0.0226
other | 2 | 0.00112
adder cells (fa/ha/maj) | 160 | 0.344
buffers and inverters | 152 | 0.0989
## through the flow
step / hold slack, ns / instances / util / worst slack [ns] / instance area, um2
floorplan: 0.432 / 815 / - / 1.39 / 6760
global placement: 0.440 / 1026 / 0.583 / 0.391 / 7470
detailed placement: 0.459 / 1026 / 0.583 / 0.312 / 7470
CTS: 0.473 / 1034 / 0.596 / 0.549 / 7640
global route: 0.501 / 1034 / 0.596 / 0.161 / 7650
finish: 0.468 / 1034 / 0.596 / 0.749 / 7650
