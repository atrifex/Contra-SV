## run.sh

```bash
#!/bin/bash
# OpenROAD 26Q1-2900-gdf79404cd8, Yosys 0.63+post, stock flow scripts
make -C /OpenROAD-flow-scripts/flow DESIGN_CONFIG=/design/flow/config.mk WORK_HOME=/design/flow/orfs finish
```

## config.mk

```make
export PLATFORM = sky130hd
export DESIGN_NAME = playerAnimationRunning
export DESIGN_NICKNAME = playerAnimationRunning
export VERILOG_FILES = /design/flow/design.v
export SDC_FILE = /design/flow/constraint.sdc
export NUM_CORES = 4
export LEC_CHECK = 1
export CORE_UTILIZATION = 40
```

## constraint.sdc

```tcl
current_design playerAnimationRunning

set clk_period 6.3
set clk_io_pct 0.2

create_clock -name clk0 -period $clk_period [get_ports {frameCounter_0}]
create_clock -name clk1 -period $clk_period [get_ports {frame_Clk}]

set non_clock_inputs [all_inputs -no_clocks]
set_input_delay [expr $clk_period * $clk_io_pct] -clock clk0 $non_clock_inputs
set_output_delay [expr $clk_period * $clk_io_pct] -clock clk0 [all_outputs]
```

## design.v

```verilog
module  playerAnimationRunning
( 	
				input Reset, moving, frame_Clk, playerDirection, frameCounter_0,
				input [9:0] DrawX, DrawY, 
				input [9:0] PlayerX,PlayerY,
				input [3:0] keycode,
				output playerOn,	 
				output [20:0] spriteAddress,
				output [9:0] PlayerHeight, PlayerWidth
);
parameter [20:0] initialOffset = 21'd3264;
parameter [9:0] playerHeight = 10'd72;
parameter [9:0] playerWidth = 10'd44;
parameter [20:0] rightOffset = 21'd0;
parameter [20:0] leftOffset = 21'd50620; 
enum logic[3:0] {player1, player2, player3, player4, player5, player6, player7, player8} playerCurr, playerNext;
logic[3:0] counter;
logic [20:0] animationOffset;
logic[31:0] nextSpriteAddress, currSpriteAddress, nextframeOffset, currframeOffset;
assign playerOn = (DrawX <= $unsigned(PlayerX) + $unsigned(playerWidth)) && (DrawX > PlayerX + 1'b1)  && (DrawY < $unsigned(PlayerY) + $unsigned(playerHeight)) && (DrawY >= PlayerY) ? 1'b1 : 1'b0;
assign spriteAddress = currSpriteAddress;
assign PlayerHeight = playerHeight;
assign PlayerWidth = playerWidth;
always_ff @ (posedge frame_Clk)	
begin
		if(Reset || (keycode != 4'h4 && keycode != 4'h2))
			begin
				currSpriteAddress <= 21'b0; 
				currframeOffset <= rightOffset;
			end
		else
			begin
				currSpriteAddress <= nextSpriteAddress;
				currframeOffset <= nextframeOffset;  
			end
end
always_comb
begin
	nextSpriteAddress = currSpriteAddress;
	nextframeOffset = currframeOffset;
	if(playerDirection)
		nextframeOffset = leftOffset;
	else
		nextframeOffset = rightOffset;
	if(DrawX == PlayerX && DrawY == PlayerY)
		nextSpriteAddress = animationOffset + currframeOffset;	
	else if(playerOn)
		nextSpriteAddress = (DrawX - PlayerX) + (DrawY - PlayerY)*playerWidth + animationOffset + currframeOffset;
end
always_ff @ (posedge frameCounter_0)
begin
	if(Reset|| (keycode != 4'h4 && keycode != 4'h2))
		begin
			playerCurr <= player1;
			counter <= 4'b0;
		end 
	else
		begin
			playerCurr <= playerNext;
			if(counter == 4'b0011 || ~moving)
				counter <= 4'b0;
			else
				counter <= counter + 1'b1;
			unique case(playerCurr)
				player1:
				begin
					animationOffset <= initialOffset;
				end
				player2:
				begin
					animationOffset <= initialOffset + playerHeight*playerWidth*1;
				end
				player3:
				begin
					animationOffset <= initialOffset + playerHeight*playerWidth*2;
				end
				player4:
				begin
					animationOffset <= initialOffset + playerHeight*playerWidth*3;
				end
				player5:
				begin
					animationOffset <= initialOffset + playerHeight*playerWidth*4;
				end
				player6:
				begin
					animationOffset <= initialOffset + playerHeight*playerWidth*3;
				end
				player7:
				begin
					animationOffset <= initialOffset + playerHeight*playerWidth*2;
				end
				player8:
				begin
					animationOffset <= initialOffset + playerHeight*playerWidth*1;
				end
				default:
				begin
					animationOffset <= initialOffset;
				end
			endcase
		end
end
always_comb
begin
	playerNext = playerCurr;
	unique case(playerCurr)
	player1:
	begin
		if(counter == 4'b0011 && moving)
			playerNext = player2;
		else if(~moving)
			playerNext = player1;
	end
	player2:
	begin
		if(counter == 4'b0011 && moving)
			playerNext = player3;
		else if(~moving)
			playerNext = player1;
	end
	player3:
	begin
		if(counter == 4'b0011 && moving)
			playerNext = player4;
		else if(~moving)
			playerNext = player1;
	end
	player4:
	begin
		if(counter == 4'b0011 && moving)
			playerNext = player5;
		else if(~moving)
			playerNext = player1;
	end
	player5:
	begin
		if(counter == 4'b0011 && moving)
			playerNext = player6;
		else if(~moving)
			playerNext = player1;
	end
	player6:
	begin
		if(counter == 4'b0011 && moving)
			playerNext = player7;
		else if(~moving)
			playerNext = player1;
	end
	player7:
	begin
		if(counter == 4'b0011 && moving)
			playerNext = player8;
		else if(~moving)
			playerNext = player1;
	end
	player8:
	begin
		if(counter == 4'b0011 && moving)
			playerNext = player1;
		else if(~moving)
			playerNext = player1;
	end
	endcase
end
endmodule 
```

==> results.sh <==
# flow metrics
export IMPL_status="finished with violations"
export IMPL_violations="negative setup slack"
export IMPL_place_gp_congestion=0.907
export IMPL_hpwlAfterDp_um=12700
export IMPL_top_layer="met4"
export IMPL_yosys_stat_area_um2=6420
export IMPL_port_buffers=69
export IMPL_cp_startpoint="DrawY[0]"
export IMPL_hp_class="flop to flop"
export IMPL_setup_viol=11
export IMPL_slowest_stage="fa_1"
export IMPL_fp_util_pct=41.6
export IMPL_slew_viol_final=0
export IMPL_vias=6147
export IMPL_wl_met1_um=8320
export IMPL_reg2reg_depth=16
export IMPL_ys_types=69
export IMPL_slew_headroom_pct=42.5
export IMPL_die_width_um=129
export IMPL_async_reset_ff_share_pct=0
export IMPL_io_pins=91
export IMPL_synth_flops=39
export IMPL_ys_flop_type="dfxtp_1"
export IMPL_drt_first_pass_iters=5
export IMPL_finalSetupTns_ns=-5.15
export IMPL_wl_um=16600
export IMPL_core_um2=15400
export IMPL_yosysCellCount=764
export IMPL_worst_pin_slew_ns=0.860
export IMPL_worstPathRequired_ns=6.48
export IMPL_dieArea_um2=16600
export IMPL_rsz0062_at_grt="true"
export IMPL_die_h_um=129
export IMPL_routedWlPerCell_um=13.7
export IMPL_timing_critical_path_mode_cell="ha_4"
export IMPL_cts_hold_buf=0
export IMPL_drt_iter0_markers=358
export IMPL_clk_pin_slew_worst_paths_ns=0.06
export IMPL_grt_max_degree=27
export IMPL_ff2ff_setup_slack_ns=2.20
export IMPL_grt_pass1_vias=5830
export IMPL_rows=45
export IMPL_wl_met2_um=7660
export IMPL_synth_warnings=1
export IMPL_drc=0
export IMPL_grt_pass1_wl_um=27100
export IMPL_antenna_found_initial=0
export IMPL_max_cap_viol_count=0
export IMPL_wl_met3_um=492
export IMPL_viasPerCell=5.06
export IMPL_syn_area_um2=6420
export IMPL_drive_gt1_share_pct=30.2
export IMPL_slowest_delay_ns=0.50
export IMPL_cp_max_fo=4
export IMPL_fin_ws_ns=-0.655
export IMPL_clkSinkCount=39
export IMPL_post_route_util_pct=61.4
export IMPL_syn2layout_area_growth_pct=47.6
export IMPL_final_hold_viol_count=0
export IMPL_crit_path_end_kind="flop"
export IMPL_synth_area_per_cell_um2=8.40
export IMPL_worstReg2RegEnd="currSpriteAddress[20]$_SDFFE_PP0P_"
export IMPL_ant_nets=0
export IMPL_cts_tree="built"
export IMPL_fin_skew_ns=0.00683
export IMPL_startpoint_type="primary input"
export IMPL_synth_cells=764
export IMPL_crit_type="primary input to flop"
export IMPL_arrival_ns=7.14
export IMPL_globalRouteOverflowTotal=0
export IMPL_crit_end="currSpriteAddress[20]$_SDFFE_PP0P_"
export IMPL_timing_rr_start="currframeOffset[14]$_SDFF_PP0_"
export IMPL_tool_warnings=40
export IMPL_synth_edff_count=9
export IMPL_postSynthSeqShare_pct=13.6
export IMPL_grt_total_usage_pct=20.5
export IMPL_antennaDiodeCount=0
[flip-flops by register name (all words and copies together) (netlist names)]
name	flops
currSpriteAddress	21
animationOffset	9
counter	4
playerCurr	4
currframeOffset	1
[final cells by class]
class / count / area (µm²)
Fill cell: 1259 / 5960
Timing Repair Buffer: 247 / 2060
Multi-Input combinational cell: 624 / 5780
Inverter: 87 / 339
Clock buffer: 6 / 150
Tap cell: 211 / 264
Sequential cell: 39 / 871
Clock inverter: 1 / 5.00
[what timing repair did]
action,CTS,global route
hold endpoints to repair,0,0
gates cloned,0,0
resized,88,50
setup endpoints to repair,14,15
setup buffers,30,13
pin swaps,60,46
[worst min-delay path by stage]
stage                 depth (start not counted)                                 end                          startpoint  slack [ns]
after CTS                                     1               counter[0]$_SDFF_PP0_               counter[0]$_SDFF_PP0_        0.47
after global routing                          2  currSpriteAddress[19]$_SDFFE_PP0P_  currSpriteAddress[19]$_SDFFE_PP0P_        0.49
final                                         2   currSpriteAddress[0]$_SDFFE_PP0P_   currSpriteAddress[0]$_SDFFE_PP0P_        0.46
[kinds of logic (layout without fill, tap and decap cells)]
family / count (synthesis) / count (layout) / synth area share, %
compound gates: 164 / 164 / 17.3
xor+xnor: 75 / 75 / 10.2
buf+inv: 119 / 341 / 8.31
other cells: 2 / 20 / 0.117
fa+ha+maj: 148 / 148 / 32.2
mux: 18 / 18 / 2.85
flops: 39 / 39 / 13.6
simple gates: 199 / 199 / 15.4
[cell usage after synthesis (10+ instances only)]
master | instances | area (µm²)
ha_1 | 119 | 1490
nand2_1 | 36 | 135
fa_1 | 29 | 581
nand4_1 | 11 | 68.8
buf_4 | 21 | 158
xor2_1 | 19 | 166
a21o_1 | 10 | 75.1
xnor2_1 | 56 | 490
inv_1 | 86 | 323
a211oi_1 | 17 | 128
nor2_1 | 60 | 225
o21ai_0 | 36 | 180
nor3_1 | 28 | 140
dfxtp_1 | 30 | 601
mux2i_1 | 16 | 160
a21oi_1 | 42 | 210
nand3_1 | 12 | 60.1
[cells in the final DEF, fill, tap and decap left out, types with 6 or more instances in the layout]
master	n
a21o_1	10
o21ai_1	8
ha_4	18
inv_2	10
clkbuf_16	6
nand2b_1	9
nor3_1	20
ha_1	100
clkdlybuf4s50_1	57
buf_6	7
o21ai_2	6
nor2_1	54
a21oi_2	11
conb_1	20
nor3_2	6
a21oi_1	27
o21a_1	6
xor2_1	15
fa_1	27
nand4_1	11
dfxtp_1	30
buf_4	170
mux2i_1	16
nand2_1	32
dlygate4sd2_1	6
a211oi_2	7
nand3_1	12
o21ai_0	23
a211oi_1	12
inv_1	75
edfxtp_1	9
xnor2_1	51
[critical path, delay by kind of cell]
kind	cells	cell delay, ns
buffers and inverters	7	0.50
AND-OR/OR-AND	10	2.17
AND/OR/NAND/NOR	5	0.82
adder cells (fa/ha/maj)	8	2.22
XOR/XNOR	1	0.14
[through the flow]
stage               setup slack [ns]  instance area [µm²]  hold WS [ns]  instances
finish                        -0.655                 9470         0.465       1215
global route                  -0.876                 9470         0.494       1215
CTS                           -0.615                 9170         0.471       1203
detailed placement             -1.45                 8390         0.455       1166
global placement               -1.41                 8390         0.441       1166
floorplan                     -0.557                 6620         0.417        782
[routing by layer]
layer,up-vias,GRT usage [%]
li1,3157,-
met1,2867,33.3
met2,111,32.0
met3,12,1.40
met4,0,1.18
met5,-,0
